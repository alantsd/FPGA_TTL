`flow/config.mk`:
```
export PLATFORM = sky130hd
export DESIGN_NAME = TTL74x201
export DESIGN_NICKNAME = TTL74x201
export VERILOG_FILES = /design/flow/design.v
export SDC_FILE = /design/flow/constraint.sdc
export NUM_CORES = 4
export LEC_CHECK = 1
export CORE_UTILIZATION = 30
```
`flow/run.sh`:
```
#!/bin/bash
# OpenROAD 26Q1-2900-gdf79404cd8, Yosys 0.63+post, stock flow scripts
make -C /OpenROAD-flow-scripts/flow DESIGN_CONFIG=/design/flow/config.mk WORK_HOME=/design/flow/orfs finish
```
`flow/constraint.sdc`:
```
current_design TTL74x201

set clk_period 4.3
set clk_io_pct 0.2

create_clock -name clk0 -period $clk_period [get_ports {clk}]

set non_clock_inputs [all_inputs -no_clocks]
set_input_delay [expr $clk_period * $clk_io_pct] -clock clk0 $non_clock_inputs
set_output_delay [expr $clk_period * $clk_io_pct] -clock clk0 [all_outputs]
```
`flow/design.v`:
```
module TTL74x201 
#(
	parameter ADDR_WIDTH = 8,
	parameter DATA_WIDTH = 1
)
(
	input  wire					 clk,		 
	input  wire					 R_W,		 
	input  wire					 S1_n,		 
	input  wire					 S2_n,		 
	input  wire					 S3_n,		 
	input  wire [ADDR_WIDTH-1:0] A,			 
	input  wire [DATA_WIDTH-1:0] D,			 
	output wire [DATA_WIDTH-1:0] Q_n		 
);
	wire select_n;
	assign select_n = S1_n | S2_n | S3_n;
	reg [DATA_WIDTH-1:0] mem [0:(1<<ADDR_WIDTH)-1];
	always @(posedge clk)
		if(!select_n && !R_W)
			mem[A] <= D;  
	reg [DATA_WIDTH-1:0] out;
	always @(posedge clk)
		if(!select_n && R_W)
			out <= ~mem[A];  
	assign Q_n = out;
endmodule
```
==> flow_metrics.tcl <==
# implementation run metrics
set metrics [dict create \
    hold_buffers 0 \
    leakage_uw 0.00369 \
    largest_area_cell "edfxtp_1" \
    cts_setup_buffers 0 \
    fin_setup_tns_ps 0 \
    topCellsByArea "edfxtp_1 (70%), mux4_2 (13%), nor2_1 (8.8%)" \
    setup_viol 0 \
    grt_overflow 0 \
    grt_max_degree 133 \
    wl_um 25200 \
    period_used_pct 71.4 \
    p_sw_uw 1090 \
    die-area_mm2 0.0375 \
    cts_root_buffer "clkbuf_16" \
    dieWidth_um 194 \
    worstPathMaxFanout 16 \
    cp.arrival_ps 3290 \
    cts_repair_resize_count 0 \
    yosys_cells 751 \
    ys_seq_share_pct 70.0 \
    cts.sinks 257 \
    ant_nets 0 \
    edf_count 257 \
    drive_above_1_share_pct 17.8 \
    max_cap_violations 0 \
    crit_buf_inv 1 \
    async_flop_share_pct 0 \
    crit_path_max_incr_delay_ps 630 \
    dp_hpwl_um 14700 \
    whs_ps 911 \
    hold_viol_final 0 \
    synth_cells 751 \
    core_mm2 0.0359 \
    grt_usage_pct 14.7 \
    fin_crit_ps 3070 \
    power_uw 5210 \
    final_area_mm2 0.0126 \
    worstSetupPathType "input pin to flip-flop" \
    clk_pin_slew_worst_paths_ps 60 \
    status "finished clean" \
    end_kind "flip-flop" \
    path_cells "clkdlybuf4s50_1 -> or4_1 -> nor3b_1 -> nand2_1 -> nor2_1" \
    common_cells "nor2_1 (260), edfxtp_1 (257), mux4_2 (64)" \
    p_comb_share_pct 5.2 \
    wl_per_cell_um 20.1 \
    clkLatencyLatePin_ps 520 \
    synth_area_per_cell_um2 14.7 \
    initCoreUtil_pct 30.7 \
    antenna_found_initial 0 \
    grt_setup_unrepaired "no" \
    cts_tree "yes" \
    dpl-instance-area_mm2 0.0118 \
    gp_congestion 0.851 \
    warning_count 27 \
    max_freq_mhz 326 \
    vdd.ir_drop.worst_mv 0.270 \
    swShare_pct 20.9 \
    maxSlewHeadroom_pct 34.9 \
    fp.dieH_um 194 \
    rows 69 \
    top_cell "nor2_1" \
    io_pins 15 \
    hold_path_class "input pin to flip-flop" \
    drcViolationCount 0 \
    netlist.area_leader.share_pct 70.0 \
    power_per_cell_area_mw_per_mm2 414 \
    cp_slowest_cell "or4_1" \
    htreeDepth 1 \
    synthToLayoutAreaGrowth_pct 14.2 \
    vias 6252 \
    grt_pass1_wl_um 39200 \
    tightest_slew_ps 976 \
    worstPathRequired_ps 4520 \
    drv_slew 0 \
    diodes 0 \
    critPathTopFamily "simple AND/OR/NAND/NOR gates" \
    p_int_uw 4120 \
    vias_per_cell 5.00 \
    p_clk_share_pct 41.9 \
    finalClockSkew_ps 6.83 \
    synth_cell_types 22 \
    yosys_area_mm2 0.0110 \
    synthFlopType "edfxtp_1" \
    port_buffers 14 \
    numSynthFlops 257 \
    synthesis.area_mm2 0.0110 \
    critPathLaunchType "input pin" \
    clockBufferDepth 3 \
    ys.warnings.count 1 \
    pre_cts_ws_ps 662 \
    seqPwrFrac_pct 52.9 \
    cts-buffers-inserted 27 \
    dr.pass1.iters 4 \
    grt_pass1_vias 6597 \
    drt_iter0_markers 519 \
    setup_ws_ps 1230 \
]
[worst register-to-register path, cell delays in order, from the launching register on]
cell      delay [ps]
edfxtp_1         360
mux4_2           470
a22oi_1          250
nand2_1          110
a22oi_1          260
a21oi_1          150
nor4_2           280
[sequential cells by signal (all words and copies together) (netlist names)]
name  cells
mem     256
out       1
[path summary, 6_finish.rpt]
path / start / to / slack [ps] / cells past startpoint
worst max-delay path: R_W / mem[70] / 1230 / 5
worst min-delay path: D[0] / mem[117] / 910 / 1
worst max register to register: mem[119] / out / 2260 / 6
worst min register to register: mem[140] / out / 1130 / 6
[cells by family (layout without fill, tap and decap cells)]
group | count (synthesis) | count (layout) | synth area share (%)
flip-flops | 257 | 257 | 70.0
multiplexers | 64 | 64 | 13.1
buffers and inverters | 59 | 98 | 2.39
AND/OR/NAND/NOR | 327 | 327 | 11.6
AND-OR/OR-AND | 44 | 44 | 2.93
[power groups by stage]
stage,registers (uW),logic [uW],clock network (uW)
global route,2760,297,2310
CTS,2760,275,2220
finish,2760,272,2180
[stage by stage]
stage | std cells | util, %
floorplan | 751 | -
global placement | 1202 | 32.8
detailed placement | 1202 | 32.8
CTS | 1251 | 35.1
global route | 1251 | 35.1
finish | 1251 | 35.1
[layer usage]
| metal | vias to the layer above | routed length [um] | share of wire (%) | track usage [%] |
|---|---|---|---|---|
| li1 | 2826 | - | - | - |
| met4 | 2 | 479 | 1.9 | 2.40 |
| met2 | 291 | 11700 | 46 | 22.0 |
| met5 | - | 69 | 0.27 | 1.79 |
| met3 | 36 | 3060 | 12 | 8.28 |
| met1 | 3097 | 9910 | 39 | 19.8 |
[cell type report]
cell class,instances,area [um2]
flip-flops and latches,257,7720
repair buffers,49,424
fillers,3376,23300
multi-input cells,435,3060
clock inverters,17,130
well taps,461,577
clock buffers,32,694
[placed cells by master, fill, tap and decap left out, types with 2 or more instances in the layout]
master           count
bufinv_16            2
nand3_1              4
edfxtp_1           257
buf_4               35
clkbuf_1             5
buf_12               2
clkdlybuf4s50_1     11
nor2_1             259
a21oi_1              3
nor2b_2              2
nand2b_1             2
a22oi_1             40
clkinv_1             9
nor2b_1              4
and2_1               2
clkbuf_16           27
clkinv_2             5
mux4_2              64
nand2_1             46
