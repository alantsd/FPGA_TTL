`flow/run.sh`:
```
#!/bin/bash
# OpenROAD 26Q1-2900-gdf79404cd8, Yosys 0.63+post, stock flow scripts
make -C /OpenROAD-flow-scripts/flow DESIGN_CONFIG=/design/flow/config.mk WORK_HOME=/design/flow/orfs finish
```
`flow/config.mk`:
```
export PLATFORM = sky130hd
export DESIGN_NAME = TTL74x491
export DESIGN_NICKNAME = TTL74x491
export VERILOG_FILES = /design/flow/design.v
export SDC_FILE = /design/flow/constraint.sdc
export NUM_CORES = 4
export LEC_CHECK = 1
export CORE_AREA = 10 10 70 70
export DIE_AREA = 0 0 80 80
```
`flow/constraint.sdc`:
```
current_design TTL74x491

set clk_period 1.2
set clk_io_pct 0.2

create_clock -name clk0 -period $clk_period [get_ports {clk}]

set non_clock_inputs [all_inputs -no_clocks]
set_input_delay [expr $clk_period * $clk_io_pct] -clock clk0 $non_clock_inputs
set_output_delay [expr $clk_period * $clk_io_pct] -clock clk0 [all_outputs]
```
`flow/design.v`:
```
module TTL74x491
#(
	parameter DATA_WIDTH = 10
)
(
	input  wire					 clk,		 
	input  wire					 SET,		 
	input  wire					 LD_n,		 
	input  wire					 CNT_n,		 
	input  wire					 UP_n,		 
	input  wire					 OC_n,		 
	input  wire [DATA_WIDTH-1:0] D,			 
	output wire [DATA_WIDTH-1:0] Q			 
);
	reg [DATA_WIDTH-1:0] count;
	wire [DATA_WIDTH-1:0] next_count_up;
	assign next_count_up = d + {{(DATA_WIDTH-1){1'b0}}, 1'b1};
	wire [DATA_WIDTH-1:0] next_count_dn;
	assign next_count_dn = d - {{(DATA_WIDTH-1){1'b0}}, 1'b1};
	always @(posedge clk)
		if (SET)
			count <= {DATA_WIDTH{1'b1}};
		else
		if (!LD_n)
			count <= D;
		else
		if (!CNT_n && !UP_n)
			count <= next_count_up;
		else
		if (!CNT_n && UP_n)
			count <= next_count_dn;
	assign Q = count;
endmodule
```
==> job_summary.md <==
### Flow metrics

| Metric | Value |
|---|---|
| Synthesis Warnings | `3` |
| PortBufs | `24` |
| Tcrit/Tclk final | `0.876` |
| DP Area | `711 um^2` |
| Diode count | `0` |
| Hold path depth | `2` |
| Max FFs per register | `10` |
| Mapped Area | `405 um^2` |
| Global placement routability congestion | `0.737` |
| Maximum clock insertion buffer count | `2` |
| WHS | `0.478 ns` |
| Gr ovfl total | `0` |
| Top flop regs | `count: 10 flops` |
| Residual DRC | `0` |
| Layout cells sized above 1 | `0.278` |
| Filler cell count | `387` |
| Slew Limit Fails | `0` |
| WP depth | `1` |
| Max VDD drop | `0.424 mV` |
| Die height | `80 um` |
| Crit path DAT | `0.81 ns` |
| RSZ-0062 raised after global routing | `false` |
| DRT iter0 DRCs | `8` |
| Placed cells | `118` |
| Clock transition at the registers of the reported paths | `0.06 ns` |
| Remaining antenna violation count | `0` |
| CTS tree | `yes` |
| Post-DP HPWL | `1200 um` |
| Leakage | `0.297 nW` |
| Ao+oa area frac | `0.157` |
| Avg WL per Cell | `11.5 um` |
| Final WS setup | `0.149 ns` |
| Initial antenna violation count | `0` |
| Synth unique cells | `11` |
| CP Buf/Inv Count | `1` |
| Tool Warnings | `26` |
| Core Rows | `21` |
| WL met2 | `703 um` |
| Top Layout Cells | `14 x clkdlybuf4s50_1, 10 x dlygate4sd2_1, 10 x buf_4` |
| Vias | `465` |
| H-tree Lvls | `1` |
| YS chip area | `405 um^2` |
| Worst r2r path cells | `3` |
| Min-delay worst type | `reg -> reg` |
| Fin crit period | `1.05 ns` |
| Drt pass-1 iters | `4` |
| Family with the most delay on the worst path | `flip-flops` |
| Top Layer Used | `met3` |
| Total routed wirelength | `1430 um` |
| Power consumption | `744 uW` |
| CP Class | `reg -> out` |
| Vias in the first global route | `490` |
| Worst slew margin | `0.870` |
| Main logic family | `simple AND/OR/NAND/NOR gates` |
| Pre-Place Util | `0.119` |
| Setup violators final | `0` |
| Number of top-level pins | `26` |
| Ys cells | `47` |
| CP startpoint kind | `flip-flop` |
| Layout area overhead | `88.0%` |
| Cts bufs inserted | `3` |
| Clock root buffer | `clkbuf_4` |
| CP max FO | `2` |
| Post-layout util | `0.223` |
| Xor/xnor share | `0` |
| Critical Path Sink Type | `primary output` |
| Post-cts hold-fix buffer tally | `0` |
| First-pass GRT wire length | `2240 um` |
| Pin count of the biggest net entering global routing | `12` |
| Avg Cell Area, Syn | `8.63 um^2` |
| Design area | `762 um^2` |
| Max_cap viols | `0` |
| Met1 WL | `556 um` |
| Final Hold Fails | `0` |
| Fin Setup TNS | `0 ns` |
| Worst-margin pin slew | `0.194 ns` |
| Latency at later pin | `0.25 ns` |
| CTS sink cnt | `10` |
| Critical Path RT | `0.96 ns` |
| Reg with most FFs | `count` |
| All-Layer GR Usage | `0.0440` |
| Post-synth regs | `10` |
| Worst Skew | `0 ns` |
| Largest stage delay, worst path | `0.32 ns` |
| Post-synth seq share | `0.494` |
| Setup WS pre-CTS | `-0.0741 ns` |
| Vias/cell | `3.72` |
| Synth mux share | `0` |
| Chip width | `80 um` |
| Power density over cell area | `977 nW/um^2` |
| Most numerous logic cell after layout | `clkdlybuf4s50_1` |
| Die area | `6400 um^2` |
| Max frequency | `951 MHz` |
| Crit path max-delay cell type | `dfxtp_2` |
| Yosys simple share | `0.256` |
| Core ar. | `3420 um^2` |
| Syn Inst Count | `47` |
| Non-filler cells, final | `125` |
| CP Cell Sequence | `dlygate4sd2_1` |
| Adder share | `0` |
| Routed length on met3 | `175 um` |
| Status | `finished, final reports clean` |
==> Yosys cell counts (all sizes together) <==
cell type | count | share of area
dfxtp | 10 | 0.49
a31oi | 9 | 0.14
nand2 | 9 | 0.083
nor3 | 9 | 0.11
buf | 5 | 0.093
and3b | 1 | 0.022
nand2b | 1 | 0.015
nor2 | 1 | 0.0093
nor2b | 1 | 0.015
o21bai | 1 | 0.019
==> report_power, final <==
part / switching (mW) / total (mW) / internal [mW]
clock: 0.0940 / 0.209 / 0.115
combinational: 0.0555 / 0.162 / 0.107
sequential: 0.0111 / 0.373 / 0.362
==> final timing paths <==
| check | startpoint | endpoint | slack, ns |
|---|---|---|---|
| min reg2reg | count[2] | count[2] | 0.48 |
| max | count[6] | Q[6] | 0.15 |
| max reg2reg | count[9] | count[9] | 0.52 |
| min | count[2] | count[2] | 0.48 |
==> layout make-up <==
| class | count | area (um^2) | area share |
|---|---|---|---|
| Timing Repair Buffer | 34 | 303 | 0.397 |
| Sequential cell | 10 | 211 | 0.278 |
| Multi-Input combinational cell | 32 | 168 | 0.220 |
| Tap cell | 46 | 57.6 | 0.0755 |
| Clock buffer | 3 | 22.5 | 0.0296 |
==> cell families after synthesis <==
| kind of cell | Yosys count |
|---|---|
| DFF | 10 |
| buffers and inverters | 5 |
| AOI/OAI and AO/OA | 10 |
| and+or+nand+nor | 22 |
==> metal layers <==
layer	up-vias	GRT usage
met2	18	0.0787
met3	0	0.0307
met4	0	0
li1	232	-
met5	-	0
met1	215	0.0433
==> worst reg2reg max path: stages, from the launching register on <==
cell	delay [ns]
dfxtp_2	0.32
buf_4	0.10
nand2_1	0.04
a31oi_1	0.15
==> what timing repair did <==
action                     4_1_cts  5_1_grt
setup endpoints to repair       10        0
setup buffers                    4        0
resized                         19        0
Power is estimated from default activity; no workload was simulated.
