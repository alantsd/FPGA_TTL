==> ./design.v <==
module TTL74x138
#(
	parameter WIDTH = 8
)
(
	input  wire [INPUT_WIDTH-1:0]	A,		 
	input  wire						G1,		 
	input  wire						G2A,	 
	input  wire						G2B,	 
	output wire [WIDTH-1:0]			Y		 
);
	localparam INPUT_WIDTH	= $clog2(WIDTH);
	wire en;
	assign en = G1 && (!G2A || !G2B);
	reg [WIDTH-1:0] out;
	always@(*)
	begin
		out = {WIDTH{1'b1}};
		if (en) 
		begin
			out[A] = 1'b0;
		end
	end
	assign Y = out;
endmodule
==> ./run.sh <==
#!/bin/bash
# OpenROAD 26Q1-2900-gdf79404cd8, Yosys 0.63+post, stock flow scripts
make -C /OpenROAD-flow-scripts/flow DESIGN_CONFIG=/design/flow/config.mk WORK_HOME=/design/flow/orfs finish
==> ./config.mk <==
export PLATFORM = sky130hd
export DESIGN_NAME = TTL74x138
export DESIGN_NICKNAME = TTL74x138
export VERILOG_FILES = /design/flow/design.v
export SDC_FILE = /design/flow/constraint.sdc
export NUM_CORES = 4
export LEC_CHECK = 1
export CORE_AREA = 10 10 70 70
export DIE_AREA = 0 0 80 80
==> ./constraint.sdc <==
current_design TTL74x138

set clk_period 2.1
set clk_io_pct 0.2

create_clock -name clk0 -period $clk_period

set non_clock_inputs [all_inputs -no_clocks]
set_input_delay [expr $clk_period * $clk_io_pct] -clock clk0 $non_clock_inputs
set_output_delay [expr $clk_period * $clk_io_pct] -clock clk0 [all_outputs]
==> run_results.csv <==
group,metric,value,unit
worst_setup_path,cp.arrival,1.62,ns
power_and_ir_drop,p_per_area,144,nW/um2
routing,drc,0,
synth,yosysWarnings,1,
grt,grt_max_degree,9,
finish,seq_cells,0,
synth,synth.distinct_cells,10,
finish,layout-drive-gt1-share,0.342,
finish,clkbuf_count,0,
routing,dr.first_iter.drc_count,1,
synth,yosysChipArea,139,um2
grt,grt_pass1_wl,938,um
grt,grt_pass1_vias,201,
grt,overflow,0,
timing,finalSetupViolations,0,
die,rows,21,
worst_hold_path,whs_endpoint,"Y[5]",
grt,grt_usage,0.0166,
synth,syn_area_per_cell,6.94,um2
routing,diodes,0,
outcome,outcome,"complete, no violations",
worst_setup_path,path_class,"in -> out",
placement,dpl.cell_count,83,
synth,yosys-stat-cells,20,
routing,wl_per_cell,7.55,um
synth,syn-instance-count,20,
routing,ant_nets,0,
grt,antenna_found_initial,0,
worst_setup_path,cp_slowest_stage_delay,0.45,ns
die,core,3420,um2
timing,final.min_clock_period,2.04,ns
timing,timing.fmax,0.491,GHz
power_and_ir_drop,p_clk_frac,0,
finish,final_cells,84,
finish,fillers,389,
die,die_h,80,um
synth,postSynthSeqShare,0,
routing,wl,634,um
power_and_ir_drop,p_sw_frac,0.417,
timing,fin_setup_tns,0,ns
timing,slew_violations,0,
worst_setup_path,critPathMostFrequentCell,"clkdlybuf4s50_1",
worst_hold_path,hold_depth,4,
die,die_area,6400,um2
power_and_ir_drop,comb_power_share,1.000,
worst_setup_path,critical_path.max_fanout,6,
power_and_ir_drop,p_switching,0.0000256,W
worst_setup_path,required,1.68,ns
placement,dp_hpwl,499,um
die,die-width,80,um
worst_setup_path,crit_family,"buffers and inverters",
placement,place_congestion,0.777,
die,io_pins,14,
worst_hold_path,min_path_type,"in -> out",
routing,drt_pass1_iterations,2,
timing,final_hold_viol_count,0,
timing,maxSlewHeadroom,0.776,
worst_setup_path,start_kind,"input port",
power_and_ir_drop,p_leak,0.157,nW
flow_run,warning_count,34,
worst_setup_path,crit_chain,"clkdlybuf4s50_1 > a21boi_4 > nand3_1 > clkdlybuf4s50_1",
finish,syn2layout_area_growth,206,%
worst_setup_path,crit_path_top_delay_cell,"clkdlybuf4s50_1",
finish,regArea,0,um2
worst_setup_path,endpoint_kind,"output pin",
routing,vias,224,
worst_hold_path,min-delay-start,"G2B",
routing,viasPerCell,2.67,
flow_run,cap_violations,0,
placement,portBuffers,14,
power_and_ir_drop,share_seq_of_total_power,0,
timing,fin_crit_sh,0.969,
die,initCoreUtil,0.0407,
timing,worst_slew_pin_slew,0.336,ns
finish,postLayoutCoreUtil,0.125,
power_and_ir_drop,intPower,0.0000358,W
worst_setup_path,crit_buf_inv,2,
finish,lay_top_count,"dlygate4sd2_1",
synth,syn_area,139,um2
finish,comb_area,188,um2
power_and_ir_drop,ir_worst_vdd,0.0000234,V
[how the worst max path moves through the flow]
stage	startpoint	endpoint	slack [ns]	depth (start not counted)
6_report	G1	Y[1]	0.06	4
5_1_grt	G1	Y[1]	-0.005	4
4_1_cts	G1	Y[0]	0.00004	4
[cells in the mapped netlist (all sizes together)]
master	number	area, um2
nand3	4	20.0
nand4	4	25.0
ha	3	37.5
inv	2	7.51
nor2	2	7.51
a21boi	1	11.3
nor2b	1	6.26
or2	1	6.26
xnor2	1	8.76
xor2	1	8.76
[area by class of cell]
type | instances | area share
inverter | 2 | 0.0176
multi-input combinational | 18 | 0.441
tap | 46 | 0.135
timing repair buffer | 18 | 0.406
[per-layer routing]
metal  global-route usage  vias to the layer above  part of all wire  wire (um)
met2               0.0241                       13              0.37        234
met1               0.0258                      103              0.52        327
met3              0.00341                        0              0.12         73
li1                     -                      108                 -          -
met4                    0                        0                 0          0
met5                    0                        -                 0          0
[cell families (layout without fill, tap and decap cells)]
kind of cell               Yosys count  count (layout)  synth area share
AOI/OAI and AO/OA                    1               1            0.0811
xor gates and xnor gates             2               2             0.126
adders and majority gates            3               3             0.270
buffers and inverters                2              20            0.0541
and+or+nand+nor                     12              12             0.469
[metrics by stage]
stage               total power [W]  hold WS, ns  setup slack, ns  instance area [um2]
global route              0.0000675         1.26         -0.00526                  425
floorplan                 0.0000181        0.909            0.700                  139
CTS                       0.0000601         1.54        0.0000394                  408
finish                    0.0000614         1.23           0.0642                  425
detailed placement        0.0000470         1.95           -0.363                  359
global placement          0.0000461         1.96           -0.359                  359
[power groups by stage]
| stage | logic [W] | registers [W] | clock network [W] |
|---|---|---|---|
| after global routing | 0.0000675 | 0 | 0 |
| after CTS | 0.0000601 | 0 | 0 |
| final | 0.0000614 | 0 | 0 |
[tightest hold or removal path, delay by kind of cell]
family	cells	cell delay, ns
buffers and inverters	2	0.22
AOI/OAI and AO/OA	1	0.09
and+or+nand+nor	1	0.07
[repair_timing]
action	4_1_cts	5_1_grt
pin swaps	4	6
setup buffers	0	1
resized	17	4
hold buffers	0	0
endpoints found under the setup margin	8	5
No activity file was given, so power comes from the tool's default toggle rates.
